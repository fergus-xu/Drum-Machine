$ cat flow/design.v
module doubleDabble(input [13:0] bin, output reg [15:0] bcd);
	integer i;
	always @(bin) begin
		bcd=0;		 	
		for (i=0;i<14;i=i+1) begin					 
			if (bcd[3:0] >= 5) bcd[3:0] = bcd[3:0] + 3;		 
			if (bcd[7:4] >= 5) bcd[7:4] = bcd[7:4] + 3;
			if (bcd[11:8] >= 5) bcd[11:8] = bcd[11:8] + 3;
			if (bcd[15:12] >= 5) bcd[15:12] = bcd[15:12] + 3;
			bcd = {bcd[14:0],bin[13-i]};				 
		end
	end
endmodule
module bpmCounter(input logic clock, reset, in, output logic [13:0] tempo); 
	logic press, out;
	initial begin
		tempo = 6'b111100;
	end
	holdPress h (clock, in, reset, out);
	detectpress d (clock, out, press);
	always_ff @ (posedge clock)
		if (reset)
			tempo <= 14'b00000000000001;
		else begin
			if (press)
				tempo <= tempo + 1;
		end
endmodule
module bpmDisplay(input logic [13:0] tempo, output [6:0] HEX0, HEX1, HEX2);
	logic [15:0] bcd_tempo;
	doubleDabble dd (tempo, bcd_tempo);  
	SevenSegment Hex0 (bcd_tempo[3:0], 1, HEX0);
	SevenSegment Hex1 (bcd_tempo[7:4], 1, HEX1);
	SevenSegment Hex2 (bcd_tempo[11:8], 1, HEX2);
endmodule
module SevenSegment(
		input logic [ 3:0 ] hexDigit,
		input logic enable,
		output logic [ 6:0 ] segments );
	logic b0, b1, b2, b3;
	logic [ 6:0 ] s;
	assign b0 = hexDigit[ 0 ];
	assign b1 = hexDigit[ 1 ];
	assign b2 = hexDigit[ 2 ];
	assign b3 = hexDigit[ 3 ];
	assign s[ 0 ] = b1 & b2 | ~b1 & ~b2 & b3 | ~b0 & b3 | ~b0 & ~b2 | b0 & b2 & ~b3 | b1 & ~b3 ? enable : 0;
	assign s[ 1 ] = ~b2 & ~b0 | ~b3 & ~b2 | ~b3 & ~b1 & ~b0 | b1 & b0 & ~b3 | ~b1 & b3 & ~b2 | b3 & ~b1 & b0 ? enable : 0;
	assign s[ 2 ] = ~b3 & ~b1 | ~b3 & b0 | ~b3 & b2 & b1 | b3 & ~b2 | ~b1 & b0 ? enable : 0;
	assign s[ 3 ] = b2 & ~b1 & b0 | b3 & ~b1 & ~b0 | b1 & b0 & ~b2 | b2 & b1 & ~b0 | ~b3 & ~b2 & ~b0 ? enable : 0;
	assign s[ 4 ] = b3 & b2 | b1 & ~b0 | b3 & b1 | ~b2 & ~b1 & ~b0 ? enable : 0;
	assign s[ 5 ] = ~b1 & ~b0 | ~b1 & ~b3 & b2 | b1 & b3 | b3 & ~b2 | b2 & b1 & ~b0 ? enable : 0;
	assign s[ 6 ] = ~b3 & b2 & ~b1 | b3 & ~b2 & ~b1 | b1 & ~b3 & ~b2 | b3 & b0 | b1 & ~b0 ? enable : 0;
	assign segments = ~s;
endmodule
$ cat flow/run.sh
#!/bin/bash
# OpenROAD 26Q1-2900-gdf79404cd8, Yosys 0.63+post, stock flow scripts
make -C /OpenROAD-flow-scripts/flow DESIGN_CONFIG=/design/flow/config.mk WORK_HOME=/design/flow/orfs finish
$ cat flow/config.mk
export PLATFORM = sky130hd
export DESIGN_NAME = bpmDisplay
export DESIGN_NICKNAME = bpmDisplay
export VERILOG_FILES = /design/flow/design.v
export SDC_FILE = /design/flow/constraint.sdc
export NUM_CORES = 4
export LEC_CHECK = 1
export CORE_UTILIZATION = 40
$ cat flow/constraint.sdc
current_design bpmDisplay

set clk_period 21.8
set clk_io_pct 0.2

create_clock -name clk0 -period $clk_period

set non_clock_inputs [all_inputs -no_clocks]
set_input_delay [expr $clk_period * $clk_io_pct] -clock clk0 $non_clock_inputs
set_output_delay [expr $clk_period * $clk_io_pct] -clock clk0 [all_outputs]
==> impl_metrics.ini <==
; yosys + openroad results
[outcome]
run_status = complete, no violations

[critical_path]
critPathArrivalTime_ns = 16.44
worst_path_largest_cell_delay_ns = 0.60
critPathSlowestCell = sky130_fd_sc_hd__clkdlybuf4s50_1
critPathMostFrequentCell = sky130_fd_sc_hd__ha_1
start_kind = primary input
critPathRequiredTime_ns = 17.44
worst_setup_path_end_kind = primary output
crit_type = primary input to primary output
crit_fanout = 15

[drt]
detailedRoute.firstPassIterationCount = 5
totalWireLength_um = 11800
antenna_violating_nets_post_route = 0
dr.first_iter.drc_count = 432
wire_length_per_cell_um = 14.6
drcViolationCount = 0
vias_per_cell = 6.40
vias = 5176
num_antenna_cells = 0

[yosys]
yosysChipArea_mm2 = 0.00454
yosysTopAreaCell = sky130_fd_sc_hd__ha_1
postSynthSeqShare_pct = 0
syn_avg_cell_area_um2 = 6.86
area_leaders = sky130_fd_sc_hd__ha_1 (6.6%), sky130_fd_sc_hd__a21oi_1 (4.6%), sky130_fd_sc_hd__nand2_1 (4.1%)
syn_area_mm2 = 0.00454
synth.distinct_cells = 99
synth.yosys.warnings = 4
ys_cells = 662
syn_inst = 662
synthDominantCellAreaShare_pct = 6.61

[cells_and_area]
final_layout_size_suffix_gt1_share_pct = 11.4
post-route-cell-area_mm2 = 0.00500
layout.sequential_cells = 0
register_area_um2 = 0
syn_to_final_growth_pct = 10.2
mostFrequentLayoutCells = sky130_fd_sc_hd__nand2_1 (49), sky130_fd_sc_hd__nor2_1 (47), sky130_fd_sc_hd__a21oi_1 (42), sky130_fd_sc_hd__inv_1 (36)
fillCellCount = 1083
n_clock_buffer = 0
final_common_cell = sky130_fd_sc_hd__nand2_1

[final_timing]
final_max_slew_viol_count = 0
final-hold-violation-count = 0
max_slew_margin_pct = 49.3
max_freq_ghz = 0.0481
setup_viol = 0
tightest_slew_ns = 0.757
finalClockPeriodUsage_pct = 95.4
final.setup.tns_ns = 0
timing.final.crit_period_ns = 20.80

[clock_network]
postCtsSetupRepairBufs = 0
cts_resized = 0
cts-hold-fix-buffers = 0

[floorplanning]
io_pins = 35
row_count = 38
die.size.y_um = 109
coreArea_mm2 = 0.0109
floorplan.die_area_mm2 = 0.0118
die_w_um = 109
initial_util_pct = 41.5

[grt]
grt_max_degree = 22
number_of_global_route_vias_before_repair = 4453
overflow_left_after_global_routing = 0
grt_pass1_wl_um = 20300
grt_antenna_before_repair = 0
grt_util_all_layers_pct = 20.1

[place]
port_buffers = 35
post-dp-hpwl_um = 8860
place_area_mm2 = 0.00495
gp_congestion = 0.905

[worst_hold_path]
worstHoldPathType = primary input to primary output

[run]
stage_log_warnings = 36
cap_violations = 0
-- final timing paths --
| kind | from | end | cells past startpoint | slack [ns] |
|---|---|---|---|---|
| worst max-delay path | tempo[11] | HEX2[0] | 57 | 1.0 |
| worst min-delay path | tempo[0] | HEX0[1] | 3 | 9.92 |
-- logic make-up after synthesis --
family / synth area share [%]
compound gates: 49.4
simple gates: 26.1
buf+inv: 6.89
mux: 7.03
fa+ha+maj: 7.05
xor+xnor: 3.55
-- layout make-up --
cell class	count	area, µm²	share of cell area, %
Inverter	44	170	3.40
Timing Repair Buffer	39	380	7.60
Multi-Input combinational cell	586	4280	85.5
Tap cell	140	175	3.50
-- cell usage after synthesis (12+ instances only) --
cell                       instances
sky130_fd_sc_hd__a211oi_1         24
sky130_fd_sc_hd__a21oi_1          42
sky130_fd_sc_hd__and2_1           13
sky130_fd_sc_hd__clkbuf_1         24
sky130_fd_sc_hd__ha_1             24
sky130_fd_sc_hd__inv_1            36
sky130_fd_sc_hd__mux2i_1          12
sky130_fd_sc_hd__nand2_1          49
sky130_fd_sc_hd__nand3_1          34
sky130_fd_sc_hd__nor2_1           47
sky130_fd_sc_hd__nor3_1           23
sky130_fd_sc_hd__o211ai_1         19
sky130_fd_sc_hd__o21ai_0          35
-- stage by stage --
stage,setup WS [ns],util (%),std cells,hold WS (ns)
floorplan,3.01,-,662,8.84
global placement,0.667,45.3,809,9.93
detailed placement,0.420,45.3,809,9.93
CTS,0.394,45.3,809,9.94
global route,-0.00562,45.7,809,10.0
finish,0.996,45.7,809,9.92
-- worst max-delay path: cells and delay by family --
kind	cells	cell delay, ns
adders and majority gates	11	2.69
muxes	1	0.20
xor gates and xnor gates	3	0.76
buffers and inverters	9	1.66
and+or+nand+nor	10	2.42
AOI/OAI and AO/OA	23	4.33
-- per-layer routing --
layer | share of wire (%) | track usage [%] | vias to the layer above
li1 | - | - | 2655
met1 | 51 | 30.9 | 2375
met2 | 45 | 32.6 | 142
met3 | 3.9 | 0.613 | 4
met4 | 0.14 | 0.965 | 0
met5 | 0 | 0 | -
