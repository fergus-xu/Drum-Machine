===== flow/config.mk =====
export PLATFORM = sky130hd
export DESIGN_NAME = soundSelect
export DESIGN_NICKNAME = soundSelect
export VERILOG_FILES = /design/flow/design.v
export SDC_FILE = /design/flow/constraint.sdc
export NUM_CORES = 4
export LEC_CHECK = 1
export CORE_AREA = 10 10 70 70
export DIE_AREA = 0 0 80 80

===== flow/constraint.sdc =====
current_design soundSelect

set clk_period 1.4
set clk_io_pct 0.2

create_clock -name clk0 -period $clk_period [get_ports {clock}]

set non_clock_inputs [all_inputs -no_clocks]
set_input_delay [expr $clk_period * $clk_io_pct] -clock clk0 $non_clock_inputs
set_output_delay [expr $clk_period * $clk_io_pct] -clock clk0 [all_outputs]

===== flow/design.v =====
module SevenSegment(
		input logic [ 3:0 ] hexDigit,
		input logic enable,
		output logic [ 6:0 ] segments );
	logic b0, b1, b2, b3;
	logic [ 6:0 ] s;
	assign b0 = hexDigit[ 0 ];
	assign b1 = hexDigit[ 1 ];
	assign b2 = hexDigit[ 2 ];
	assign b3 = hexDigit[ 3 ];
	assign s[ 0 ] = b1 & b2 | ~b1 & ~b2 & b3 | ~b0 & b3 | ~b0 & ~b2 | b0 & b2 & ~b3 | b1 & ~b3 ? enable : 0;
	assign s[ 1 ] = ~b2 & ~b0 | ~b3 & ~b2 | ~b3 & ~b1 & ~b0 | b1 & b0 & ~b3 | ~b1 & b3 & ~b2 | b3 & ~b1 & b0 ? enable : 0;
	assign s[ 2 ] = ~b3 & ~b1 | ~b3 & b0 | ~b3 & b2 & b1 | b3 & ~b2 | ~b1 & b0 ? enable : 0;
	assign s[ 3 ] = b2 & ~b1 & b0 | b3 & ~b1 & ~b0 | b1 & b0 & ~b2 | b2 & b1 & ~b0 | ~b3 & ~b2 & ~b0 ? enable : 0;
	assign s[ 4 ] = b3 & b2 | b1 & ~b0 | b3 & b1 | ~b2 & ~b1 & ~b0 ? enable : 0;
	assign s[ 5 ] = ~b1 & ~b0 | ~b1 & ~b3 & b2 | b1 & b3 | b3 & ~b2 | b2 & b1 & ~b0 ? enable : 0;
	assign s[ 6 ] = ~b3 & b2 & ~b1 | b3 & ~b2 & ~b1 | b1 & ~b3 & ~b2 | b3 & b0 | b1 & ~b0 ? enable : 0;
	assign segments = ~s;
endmodule
module squareWave(input logic clock, enable, reset, beat, output logic [23:0] speaker);  
	parameter [9:0] frequency = 440;
	logic play;
	clock_divider_hz c (clock, reset, frequency, play);  
	always_ff @(posedge clock)
		if (reset) 
			speaker <= 0;
		else if (enable && beat) begin
			case(play)
				1: speaker <= {1'b0, {23{1'b1}}};
				0: speaker <= 0;
			endcase
		end else begin
			speaker <= 0;
		end
endmodule
module soundSelect(input logic clock, reset, KEY3, output logic [3:0] sound, output [6:0] HEX5);
	logic switch, a, b;
	DFlipFlop d1 (clock, reset, ~KEY3, a);
	DFlipFlop d2 (clock, reset, a, b);
	detectpress d3 (clock, b, switch);
	always @(posedge clock)
		if (reset)
			sound <= 0;
		else if (switch) begin  
			if (sound == 4'b0101)  
				sound <= 0;  
			else
				sound <= sound + 1;  
		end else
			sound <= sound;
	SevenSegment Hex5 (sound, 1, HEX5);
endmodule
module DFlipFlop(clock, reset,  D, Q);  
	input logic clock, D, reset;
	output logic Q;
	always @( posedge clock)
		if (reset)
			Q <= 0;
		else
			Q <= D;
endmodule
module detectpress(clock, in, out);	 
	input logic in, clock;
	output logic out;
	logic prev;
	always @(posedge clock) begin
		 prev <= in;
	end
	assign out = in & ~prev;
endmodule
module holdPress(input logic clock, in, reset, output logic out);  
	parameter clock_freq = 50_000_000, seconds = 1, cycles = clock_freq*seconds;  
	logic [31:0] counter;
	logic [9:0] hold_input = 10;
	always_ff @ (posedge clock)
		if (in)
			counter <= counter + 1;  
		else
			counter <= 0;
	logic pulse;
	clock_divider_hz c (clock, reset, hold_input, pulse);  
	logic prev;
	always_ff @(posedge clock) begin
		prev <= in;
		if (counter >= cycles)
			out <= pulse;
		else 
			out <= in & ~prev;
	end
endmodule

===== flow/run.sh =====
#!/bin/bash
# OpenROAD 26Q1-2900-gdf79404cd8, Yosys 0.63+post, stock flow scripts
make -C /OpenROAD-flow-scripts/flow DESIGN_CONFIG=/design/flow/config.mk WORK_HOME=/design/flow/orfs finish

==> flow_summary.json <==
{
  "fin_ws_ps": -191,
  "seq_power_share_pct": 46.1,
  "fmax_ghz": 0.629,
  "warnings": 27,
  "period_used_pct": 114,
  "pwr-share-comb_pct": 13.7,
  "hpwlAfterDp_um": 1040,
  "worstPathMaxFanout": 5,
  "p_sw_share_pct": 22.5,
  "antenna_cells": 0,
  "area_leaders": "dfxtp_1 (30%), buf_6 (4.7%), a21oi_1 (4.2%)",
  "synth.largest_area_cell": "dfxtp_1",
  "setup_tns_ps": -957,
  "route.detailed.drc": 0,
  "syn_area_sq_um": 474,
  "initCoreUtil_pct": 13.9,
  "worstPathCellList": "nor3b_4 > buf_6 > buf_6 > nand2_2 > a31oi_1 > buf_2",
  "ys_area_sq_um": 474,
  "grt-ovfl-total": 0,
  "synth_stat.cells": 57,
  "vias": 542,
  "violations": "setup timing",
  "p_total_mw": 0.442,
  "ctsRootBufferMaster": "clkbuf_4",
  "die_w_um": 80,
  "finClkSkew_ps": 2.47,
  "final_util_pct": 27.3,
  "final_common_cell": "buf_4",
  "path_clk_slew_ps": 50,
  "numClockSinks": 7,
  "ir_worst_vdd_uv": 498,
  "p_int_mw": 0.343,
  "drive_above_1_share_pct": 58.2,
  "place_ws_ps": -386,
  "worstSetupPathType": "register to output port",
  "syn_avg_cell_area_sq_um": 8.32,
  "syn_inst": 57,
  "setup_viol": 9,
  "gr-usage-all-layers_pct": 4.87,
  "cp.required_ps": 1120,
  "drtIter0Drc": 23,
  "die_h_um": 80,
  "yosys_warnings": 4,
  "core_sq_mm": 0.00342,
  "insertion_delay_ps": 240,
  "power-per-cell-area_mw_per_mm2": 475,
  "cts_tree": "yes",
  "drt_first_pass_iters": 4,
  "end_kind": "output port",
  "crit_top_cell": "buf_6",
  "outcome": "finished with violations",
  "p_switching_mw": 0.0997,
  "io_buffers": 13,
  "grt_max_degree": 9,
  "globalplace.congestion": 0.794,
  "maxSlewViolCount": 0,
  "grt_setup_unrepaired": "yes",
  "holdCritPathClass": "register to register",
  "leakage_nw": 0.426,
  "grt_pass1_vias": 567,
  "die-area_sq_mm": 0.00640,
  "crit_path_start_kind": "register",
  "critPathSlowestCell": "dfxtp_4",
  "wl_per_cell_um": 10.8,
  "cp.arrival_ps": 1310,
  "top_cell_area_share_pct": 29.6,
  "via_per_inst": 3.76,
  "tightest_slew_ps": 194,
  "rows": 21,
  "ys_ff": 7,
  "hold_viol": 0,
  "whs_ps": 362,
  "routed_wl_um": 1560,
  "grt_pass1_wl_um": 2640,
  "h-tree-depth": 1,
  "io_pins": 14,
  "area_delta_synth_final_pct": 96.3,
  "ys_types": 30,
  "cap_viol_max_count": 0,
  "lay_top_cells": "buf_4 (18), buf_6 (10), buf_2 (6)",
  "max_stage_delay_ps": 360,
  "synth-seq-area-share_pct": 29.6,
  "antenna_found_initial": 0,
  "postRouteAntennaNets": 0,
  "p_clk_share_pct": 40.2,
  "period_needed_ps": 1590,
  "clockBufferDepth": 2,
  "numCtsBuffers": 3,
  "slew_headroom_pct": 87.0,
  "fillers": 368
}
[area by class of cell]
cell class	instances	area (sq um)	area share [%]
clock buffers	4	26.3	2.82
inverters	3	13.8	1.48
multi-input cells	43	339	36.4
flip-flops and latches	7	155	16.7
well taps	46	57.6	6.18
repair buffers	41	339	36.4
[path summary, 6_finish.rpt]
path	start	endpoint	slack (ps)	depth (start not counted)
max	sound[1]	HEX5[3]	-190	6
min	d2.Q	d3.prev	360	0
max reg2reg	sound[2]	sound[2]	-120	8
min reg2reg	d2.Q	d3.prev	360	0
[worst max-delay path: cells and delay by family (launching register included)]
family                 cells  cell delay, ps
AOI/OAI and AO/OA          1             110
buffers and inverters      3             340
DFF                        1             360
and+or+nand+nor            2             250
[sequential cells by signal (all words and copies together), names as in the netlist]
name,cells
d1.Q,1
d2.Q,1
d3.prev,1
sound,4
[metal layers]
layer / track usage [%] / up-vias / part of all wire [%]
met5: 0 / - / 0
met2: 8.11 / 10 / 49
met3: 1.36 / 0 / 4.4
li1: - / 278 / -
met1: 6.42 / 254 / 46
met4: 0.176 / 0 / 0
[per-stage QoR]
stage	cells	instance area, sq um
after floorplan	57	474
after global placement	129	754
after detailed placement	129	754
after CTS	140	883
after global routing	144	931
final	144	931
[what timing repair did]
item,in CTS,in global routing
endpoints found under the hold margin,0,0
endpoints found under the setup margin,11,9
resized,47,8
pin swaps,11,5
buffers inserted,7,4
hold buffers,0,0
[cell usage after synthesis]
cell / instances
o21ai_1: 1
nor3b_2: 1
a31oi_1: 2
ha_1: 1
buf_2: 1
a21oi_1: 4
nand3_1: 1
nor2b_4: 1
buf_4: 1
buf_6: 2
inv_4: 1
nand4b_1: 1
xnor2_1: 1
o21a_1: 1
nand2_1: 5
a211o_1: 1
nor2_1: 4
nand2_2: 1
or2_1: 1
inv_1: 2
mux2_1: 1
nand2b_1: 3
o21ai_0: 3
nor2b_1: 3
mux2i_1: 2
o22ai_1: 1
o32ai_1: 1
dfxtp_1: 7
a21o_1: 2
nor3_2: 1
[power groups by stage]
stage         Clock [mW]  Sequential [mW]  Combinational (mW)
finish             0.178            0.204              0.0605
global route       0.210            0.205              0.0677
CTS                0.184            0.204              0.0605
[logic make-up (layout without fill, tap and decap cells)]
kind of cell	after synthesis	count (layout)	synth area share (%)
adder cells (fa/ha/maj)	1	1	2.64
multiplexers	3	3	6.60
AND/OR/NAND/NOR	22	22	28.2
buffers and inverters	7	48	10.3
flip-flops	7	7	29.6
AND-OR/OR-AND	16	16	20.8
XOR/XNOR	1	1	1.85
No activity file was given, so power comes from the tool's default toggle rates.
