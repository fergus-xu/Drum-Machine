<file path="design/flow/run.sh">
#!/bin/bash
# OpenROAD 26Q1-2900-gdf79404cd8, Yosys 0.63+post, stock flow scripts
make -C /OpenROAD-flow-scripts/flow DESIGN_CONFIG=/design/flow/config.mk WORK_HOME=/design/flow/orfs finish
</file>
<file path="design/flow/config.mk">
export PLATFORM = sky130hd
export DESIGN_NAME = soundMachine
export DESIGN_NICKNAME = soundMachine
export VERILOG_FILES = /design/flow/design.v
export SDC_FILE = /design/flow/constraint.sdc
export NUM_CORES = 4
export LEC_CHECK = 1
export CORE_UTILIZATION = 50
export SYNTH_HDL_FRONTEND = slang
</file>
<file path="design/flow/constraint.sdc">
current_design soundMachine

set clk_period 3.1
set clk_io_pct 0.2

create_clock -name clk0 -period $clk_period [get_ports {beat}]
create_clock -name clk1 -period $clk_period [get_ports {clock}]

set non_clock_inputs [all_inputs -no_clocks]
set_input_delay [expr $clk_period * $clk_io_pct] -clock clk0 $non_clock_inputs
set_output_delay [expr $clk_period * $clk_io_pct] -clock clk0 [all_outputs]
</file>
<file path="design/flow/design.v">
module switchInput(input logic clock, reset, enable, input logic [7:0] SW, output logic [7:0] seq);  
	initial seq = 8'b00000000;
	always @(posedge clock)
		if (reset)
			seq <= 0;
		else begin
			if (enable )
				seq <= SW;
			else
				seq <= seq;
		end
endmodule
module tapInput(input logic clock, reset, enable, beat, KEY, resetKEY, output logic [7:0] seq);
	logic [2:0] counter;
	logic a, b, out;
	DFlipFlop d1 (clock, reset, ~KEY, a);
	DFlipFlop d2 (clock, reset, a, b);
	detectpress d3 (clock, b, out); 
	logic c, d, soft_reset;
	DFlipFlop d4 (clock, reset, ~resetKEY, c);
	DFlipFlop d5 (clock, reset, c, d);
	detectpress d6 (clock, d, soft_reset); 
	always_ff @(posedge clock)  
		if (reset || soft_reset)
			seq <= 0;
		else if (enable) begin
			if (out)
				case (beat)  
					1: seq[counter] <= 1;  
					0: if (counter == 3'b000)  
							seq[7] <= 1;
						else 
							seq[counter - 1] <=  1;
				endcase
		end
	always_ff @(posedge beat) 
		if (reset)
			counter <= 3'b111;
		else if (counter == 3'b000)
			counter <= 3'b111;
		else
			counter <= counter - 1;
endmodule
module combineInput(input logic clock, reset, enable, beat, KEY1, KEY2, input logic [7:0] SW, output logic [7:0] seq);  
	logic [7:0] tapSeq = 0, swSeq = 0;
	switchInput switch (clock, reset, enable, SW, swSeq);
	tapInput tap (clock, reset, enable, beat, KEY1, KEY2, tapSeq);
	always_ff @(posedge clock)
		if (reset)
			seq <= 0; 
		else if (enable) begin 
			if (SW == 0) begin 
				seq <= tapSeq;  
			end else begin
				seq <= swSeq;  
			end
		end
endmodule
module soundMachine(input logic clock, beat, reset, KEY1, KEY2, mode, input logic [7:0] SW, input logic [3:0] sound, output logic [23:0] pcm, output logic [7:0] LEDR);  
	logic [2:0] counter = 3'b111;  
	assign enable_sound1 = (sound == 1) && mode;  
	logic [7:0] sound1_seq;  
	logic [23:0] sound1;
	logic play_sound1;
	combineInput sound1_in (clock, reset, enable_sound1, beat, KEY1, KEY2, SW, sound1_seq);  
	assign enable_sound2 = (sound == 2) && mode;
	logic [7:0] sound2_seq;  
	logic [23:0] sound2;
	logic play_sound2;
	combineInput sound2_in (clock, reset, enable_sound2, beat, KEY1, KEY2, SW, sound2_seq);  
	assign enable_sound3 = (sound == 3) && mode;
	logic [7:0] sound3_seq;  
	logic [23:0] sound3;
	logic play_sound3;
	combineInput sound3_in (clock, reset, enable_sound3, beat, KEY1, KEY2, SW, sound3_seq);  
	assign enable_sound4 = (sound == 4) && mode;
	logic [7:0] sound4_seq;  
	logic [23:0] sound4;
	logic play_sound4;
	combineInput sound4_in (clock, reset, enable_sound4, beat, KEY1, KEY2, SW, sound4_seq);  
	assign enable_sound5 = (sound == 5) && mode;
	logic [7:0] sound5_seq;  
	logic [23:0] sound5;
	logic play_sound5;
	combineInput sound5_in (clock, reset, enable_sound5, beat, KEY1, KEY2, SW, sound5_seq);  
	always_ff @(posedge beat)  
		if (reset) begin
			play_sound1 <= 0;
			play_sound2 <= 0;
			play_sound3 <= 0;
			play_sound4 <= 0;
			play_sound5 <= 0;
			counter <= 3'b111;
		end else begin 
			if (counter == 3'b000)
				counter <= 3'b111;  
			else 
				counter <= counter - 1;  
			play_sound1 <= sound1_seq[counter];
			play_sound2 <= sound2_seq[counter];
			play_sound3 <= sound3_seq[counter];
			play_sound4 <= sound4_seq[counter];
			play_sound5 <= sound5_seq[counter];
		end
	squareWave square1 (clock, play_sound1, reset, beat, sound1);
	squareWave #(.frequency(100)) square2 (clock, play_sound2, reset, beat, sound2);
	squareWave #(.frequency(50)) square3 (clock, play_sound3, reset, beat, sound3);
	squareWave #(.frequency(800)) square4 (clock, play_sound4, reset, beat, sound4);
	squareWave #(.frequency(300)) square5 (clock, play_sound5, reset, beat, sound5);
	logic [7:0] display_seq;
	always_ff @(posedge clock)
		if (reset)
			display_seq <= 0;
		else 
			case (sound)
				1: display_seq <= sound1_seq;
				2: display_seq <= sound2_seq;
				3: display_seq <= sound3_seq;
				4: display_seq <= sound4_seq;
				5: display_seq <= sound5_seq;
				default: display_seq <= 0;
			endcase
	soundDisplay sd1 (clock, beat, reset, display_seq, LEDR[7:0]);
	assign pcm = sound1 + sound2 + sound3 + sound4 + sound5;
endmodule
module soundDisplay(input logic clock, beat, reset, input logic [7:0] seq, output logic [7:0] LEDR);  
	logic [7:0] metLEDR;
	always_ff @(posedge beat)
		if (reset)	
			metLEDR[7:0] <= 8'b00000000;
		else if (LEDR[7:0] == 0)
			metLEDR[7:0] <= 8'b10000000;
		else
			metLEDR[7:0] <= {metLEDR[0] , metLEDR[7:1]};
	assign LEDR = metLEDR | seq;  
endmodule
module squareWave(input logic clock, enable, reset, beat, output logic [23:0] speaker);  
	parameter [9:0] frequency = 440;
	logic play;
	clock_divider_hz c (clock, reset, frequency, play);  
	always_ff @(posedge clock)
		if (reset) 
			speaker <= 0;
		else if (enable && beat) begin
			case(play)
				1: speaker <= {1'b0, {23{1'b1}}};
				0: speaker <= 0;
			endcase
		end else begin
			speaker <= 0;
		end
endmodule
module soundSelect(input logic clock, reset, KEY3, output logic [3:0] sound, output [6:0] HEX5);
	logic switch, a, b;
	DFlipFlop d1 (clock, reset, ~KEY3, a);
	DFlipFlop d2 (clock, reset, a, b);
	detectpress d3 (clock, b, switch);
	always @(posedge clock)
		if (reset)
			sound <= 0;
		else if (switch) begin  
			if (sound == 4'b0101)  
				sound <= 0;  
			else
				sound <= sound + 1;  
		end else
			sound <= sound;
	SevenSegment Hex5 (sound, 1, HEX5);
endmodule
module DFlipFlop(clock, reset,  D, Q);  
	input logic clock, D, reset;
	output logic Q;
	always @( posedge clock)
		if (reset)
			Q <= 0;
		else
			Q <= D;
endmodule
module detectpress(clock, in, out);	 
	input logic in, clock;
	output logic out;
	logic prev;
	always @(posedge clock) begin
		 prev <= in;
	end
	assign out = in & ~prev;
endmodule
module holdPress(input logic clock, in, reset, output logic out);  
	parameter clock_freq = 50_000_000, seconds = 1, cycles = clock_freq*seconds;  
	logic [31:0] counter;
	logic [9:0] hold_input = 10;
	always_ff @ (posedge clock)
		if (in)
			counter <= counter + 1;  
		else
			counter <= 0;
	logic pulse;
	clock_divider_hz c (clock, reset, hold_input, pulse);  
	logic prev;
	always_ff @(posedge clock) begin
		prev <= in;
		if (counter >= cycles)
			out <= pulse;
		else 
			out <= in & ~prev;
	end
endmodule
module clock_divider_hz(input logic clock, reset, input logic [9:0] freq, output logic enable );
	parameter clockFreq = 50_000_000;
	logic [31:0] divisor;
	assign divisor = clockFreq / (2*freq);  
	logic [ 31:0 ] counter;
	always_ff @( posedge clock )
		if (reset) begin
			counter <= divisor;
			enable <= 1'b0;
		end else if (counter == 0) begin
			enable <= ~enable;
			counter <= divisor;
		end else 
			counter <= counter -1;
endmodule
module clock_divider_bpm(input logic clock, reset, input logic [13:0] bpm, output logic beat);  
	parameter clockFreq = 3_000_000_000;
	logic [31:0] divisor;
	assign divisor = clockFreq / (4*bpm);  
	logic [ 31:0 ] counter;
	always_ff @( posedge clock )
		if (reset) begin
			counter <= divisor;
			beat <= 1'b0;
		end else if (counter == 0) begin
			beat <= ~beat;
			counter <= divisor;
		end else 
			counter <= counter -1;
endmodule
</file>
==> summary.txt <==
State of the implementation.

- The run finished, with violations left.
- The checks that failed: setup timing.
- Endpoints with negative setup slack in the final report add up to 24.
- The synthesized netlist has a Yosys-reported chip area of 15300 sq um.
- The last weighted congestion value of the routability-driven placer is 0.8803, for reference.
- The die covers 31310 sq um.
- The number of max-cap violations is 0, for reference.
- The synthesized instance count is 1747, for reference.
- In the final run the clock tree shows a worst skew of 0.01132 ns.
- The mean area per synthesized cell is 8.760 sq um, for reference.
- The critical setup path kind is reg -> out, for reference.
- The worst setup path is launched from a flop.
- The number of enable-type register cells in the synthesized netlist is 0, for reference.
- The DRC violations left is 0, for reference.
- The half-perimeter wire length of the detailed placement result is 21.75 mm, for reference.
- The core occupancy in the finished layout is 70.18%, for reference.
- The largest fanout of any net on the critical path is 2, for reference.
- The residual antenna-violating net count after detailed routing is 0, for reference.
- Setup repair after global routing could not meet its margin everywhere.
- After synthesis the cells add up to 15300 sq um.
- The worst slack at placement is -1.577 ns, for reference.
- STA puts the critical path data arrival time at 4.30 ns.
- The path type of the worst min-delay path is clk -> reg, for reference.
- The library cell with the largest summed area after synthesis is dfxtp_1, for reference.
- Sorting the synthesized cells by area gives the leading types as dfxtp_1 44%, nor2_1 6.5%, xnor2_1 5.4%.
- In this run, distinct cell masters in the synthesized netlist total 72.
- The share of synthesized area occupied by flip-flops and latches is 43.82%, for reference.
- The die width is 177.0 microns, for reference.
- The largest net degree at the start of global routing is 42, for reference.
- The relative slew slack is 49.58%, for reference.
- The most used flip-flop cell is dfxtp_1, for reference.
- The smallest setup slack after layout is -1.815 ns, for reference.
- The flow measured a signed area growth from synthesis to layout of 37.01%.
- The required time at the endpoint of the critical path is 2.48 ns, for reference.
- The fill cell total of the finished layout is 1972, for reference.
- The flow reported a cell area power density of 684.6 nW/um^2.
- The first global-routing pass estimated 67.26 mm of wire.
- IR analysis of the VDD net gives a maximum drop of 0.6732 mV.
- The number of cells in Yosys stat is 1747, for reference.
- By instance count after routing, the leading logic cell types are 333 x dfxtp_1, 262 x nor2_1, 186 x nand2_1.
- The area inside the core boundary is 29870 sq um, for reference.
- Total power for the finished layout comes to 14.35 mW.
- The post-cts hold-fix buffer tally is 0, for reference.
- The final antenna diode tally reported by the flow is 0.
- The category of the worst setup path capture point is an output pin, for reference.
- The CTS tree is built, for reference.
- The number of DRC markers in iteration 0 is 1093, for reference.
- The total global routing overflow is 0, for reference.
- The final timing report lists a max-slew violation count of 0.
- In this run the vertical extent of the chip is 177.0 microns.
- Warnings reported by Yosys during synthesis add up to 0.
- The initial antenna violation count is 0, for reference.
- The floorplan has 63 rows.
- The clock-pin slew on the worst setup and hold paths is 0.06 ns, for reference.
- The final layout contains routed wiring with a total length of 41.44 mm.
- The routed design shows a via density per instance of 5.724.
- Warnings raised by the tools during the run amount to 179.
- In this run, synthesis produced a sequential element count of 335.
- The count of pins on the block boundary is 50, for reference.
- Port buffering added 48 buffers.
- In the floorplan report the effective utilization is 51.23%.
- The fraction of layout cells with a size suffix above 1 is 18.47%, for reference.
- The share of flip-flops with an asynchronous set or reset is 0%, for reference.
- The total routing resource utilization after global routing is 28.18%, for reference.
- The iteration count recorded for the first detailed-route pass is 5.
- The actual slew at the worst max-slew pin is 0.7552 ns, for reference.
- Setup total negative slack on the finished layout was measured at -34.37 ns.
- The most frequent logic cell in the layout is dfxtp_1, for reference.
- The final-report hold violation count is 0, for reference.
- The via count of the first global-routing pass was 14660.
- Detailed routing inserted a total of 13610 vias.
- The portion of synthesized cell area occupied by the leading cell type is 43.82%, for reference.
- The leakage component of the power was reported as 8.355 nW.
- The routed design shows a wire length per standard cell of 17.43 microns.
-- area by class of cell --
| cell class | instances | area [sq um] | share of cell area (%) |
|---|---|---|---|
| multi-input cells | 1258 | 8173 | 38.98 |
| flip-flops and latches | 335 | 6709 | 32.00 |
| clock buffers | 204 | 4138 | 19.73 |
| repair buffers | 119 | 1018 | 4.857 |
| well taps | 390 | 488.0 | 2.327 |
| clock inverters | 25 | 269.0 | 1.283 |
| inverters | 46 | 172.7 | 0.8235 |
-- worst max-delay path, stage by stage (launching register included) --
cell	delay, ns
dfxtp_2	0.32
fa_1	0.57
fa_1	0.44
buf_4	0.15
fa_2	0.44
buf_6	0.14
fa_2	0.41
fa_2	0.38
buf_6	0.13
fa_2	0.57
buf_6	0.09
buf_6	0.08
buf_2	0.08
-- power breakdown --
group / switching, mW / internal (mW)
logic: 0.356 / 0.220
clock network: 3.14 / 6.08
registers: 0.144 / 4.41
total: 3.64 / 10.7
-- flip-flops by register name, indices dropped and copies added (netlist names), 32 cells and up --
name,count
square2.c.counter,32
square4.c.counter,32
square5.c.counter,32
square1.c.counter,32
square3.c.counter,32
-- layer usage --
layer / vias to the layer above / GRT usage (%) / wire length [microns]
li1: 6505 / - / -
met1: 6326 / 37.54 / 18650
met2: 611 / 35.69 / 17840
met3: 163 / 15.42 / 3608
met4: 0 / 17.42 / 1343
met5: - / 1.763 / 0
-- kinds of logic after synthesis --
| kind of cell | count (synthesis) | synth area share, % |
|---|---|---|
| simple gates | 766 | 24.48 |
| mux | 61 | 4.816 |
| buf+inv | 154 | 4.480 |
| fa+ha+maj | 35 | 3.499 |
| xor+xnor | 135 | 7.726 |
| compound gates | 261 | 11.18 |
| flops | 335 | 43.82 |
-- synth_stat cells, types with 7 or more instances --
master	instances
dfxtp_1	335
nor2_1	264
nand2_1	187
a21oi_1	114
xnor2_1	94
clkbuf_1	74
nor3_1	57
mux2i_1	50
inv_1	47
nor4_1	47
xor2_1	41
a211oi_1	40
nand3_1	26
or4_1	26
nand4_1	23
ha_1	22
or2_2	21
nor2b_1	20
or3_1	19
buf_4	14
o21ai_0	14
fa_1	13
nand3b_1	13
a22oi_1	10
mux4_2	10
nand2b_1	9
o32ai_1	9
o41ai_1	9
a222oi_1	8
and3_1	8
o2bb2ai_1	8
a31oi_1	7
buf_2	7
nor4b_1	7
-- per-stage QoR --
stage / std cells / area (sq um) / hold WS, ns
floorplan: 1747 / 15320 / 0.3235
global placement: 2134 / 16230 / 0.1784
detailed placement: 2134 / 16230 / 0.1785
CTS: 2373 / 20870 / 0.1929
global route: 2377 / 20970 / 0.1883
finish: 2377 / 20970 / 0.1699
-- timing repair --
item / in CTS / in global routing
setup endpoints to repair: 57 / 32
setup buffers: 17 / 6
resized: 99 / 26
pin swaps: 25 / 15
-- path summary, 6_finish.rpt --
path | from | end | slack [ns] | depth (start not counted)
max reg2reg | square5.c.counter[0] | square5.c.counter[17] | 0.38 | 8
min | beat | sound3_in.tap.seq[0] | 0.17 | 5
max in group clk1 | beat | sound5_in.tap.seq[2] | 0 | 12
min reg2reg | sound5_in.tap.d2.Q | sound4_in.tap.d3.prev | 0.34 | 0
max | square3.speaker[21] | pcm[5] | -1.82 | 12
min in group clk0 | sd1.metLEDR[3] | sd1.metLEDR[2] | 0.46 | 1
No activity file was given, so power comes from the tool's default toggle rates.
